**flow/run.sh**
```bash
#!/bin/bash
# OpenROAD 26Q1-2900-gdf79404cd8, Yosys 0.63+post, stock flow scripts
make -C /OpenROAD-flow-scripts/flow DESIGN_CONFIG=/design/flow/config.mk WORK_HOME=/design/flow/orfs finish
```
**flow/config.mk**
```make
export PLATFORM = sky130hd
export DESIGN_NAME = DCache_Controller
export DESIGN_NICKNAME = DCache_Controller
export VERILOG_FILES = /design/flow/design.v
export SDC_FILE = /design/flow/constraint.sdc
export NUM_CORES = 4
export LEC_CHECK = 1
export CORE_AREA = 10 10 117 117
export DIE_AREA = 0 0 127 127
```
**flow/design.v**
```verilog
module DCache_Controller(
	input wire clk,
	input wire rst_n,
	input wire read_mem,
	input wire write_mem,
	input wire [31:0] addr,
	input wire addr_valid,
	input wire [31:0] write_data,
	input wire write_data_valid,
	input wire awready,
	input wire [1:0] bresp,
	input wire bvalid,
	input wire wready,
	input wire arready,
	input wire [31:0] rdata,
	input wire rlast,
	input wire rvalid,
	input wire cache_rst_done,
	output wire mem_done,
	output wire [31:0] result,
	output wire [31:0] awaddr,
	output wire [1:0] awburst,
	output wire [3:0] awcache,
	output wire [7:0] awlen,
	output wire [2:0] awsize,
	output reg awvalid,
	output reg bready,
	output wire [31:0] wdata,
	output reg wlast,
	output reg [3:0] wstrb,
	output reg wvalid,
	output wire [31:0] araddr,
	output wire [1:0] arburst,
	output wire [3:0] arcache,
	output wire [7:0] arlen,
	output wire [2:0] arsize,
	output reg arvalid,
	output reg rready
);
    reg [1:0] write_state = 2'b00; 	
    reg [1:0] pre_state, pre_state1;
    reg [1:0] read_state = 2'b00;
	assign awaddr = addr;
	assign wdata = write_data;
	assign araddr = addr;
	assign result = rdata;
	assign awburst = (rst_n & write_mem) ? 2'b00 : 2'bz;
	assign awlen = (rst_n & write_mem) ? 8'd0 : 8'bz;
	assign awcache = (rst_n & write_mem) ? 4'd11 : 4'bz;
	assign awsize = (rst_n & write_mem) ? 3'd2 : 3'bz;
	assign arburst = (rst_n & !write_mem) ? 2'b00 : 2'bz;
	assign arlen = (rst_n & !write_mem) ? 8'd0 : 8'bz;
	assign arcache = (rst_n & !write_mem) ? 4'd7 : 4'bz;
	assign arsize = (rst_n & !write_mem) ? 3'd2 : 3'bz;
	always @(posedge clk)
	begin
		if (!rst_n)
			begin
				arvalid = 1'b0;
				awvalid = 1'b0;
				rready = 1'b0;
				wvalid = 1'b0;
			end
		else begin
			if (write_mem)
			begin
			    case(write_state)
			    2'b00: begin
			         if (pre_state == 2'b11) awvalid = 1'b0;
			         else awvalid = addr_valid;
			         pre_state=2'b00;
			         if (awready) begin awvalid = 1'b0; write_state = 2'b01; end
			    end
			    2'b01: begin
			         wvalid = write_data_valid;
			         wlast = 1'b1;
			         wstrb = 4'b1111;
			         pre_state = 2'b01;
			         if (wready) begin 
			             write_state = 2'b10;
			         end
			    end
			    2'b10: begin
			         wlast = 1'b0;
			         wstrb = 4'b0000;
			         wvalid = 1'b0;
			         bready = 1'b1;
			         pre_state = 2'b10;
			         if (bvalid) begin bready = 1'b0; write_state = 2'b11; end
			    end 
			    2'b11: begin
			         pre_state = 2'b11;
			         if (mem_done) write_state = 2'b00; 
			    end
			    endcase         
			end
			if (read_mem == 1'b1)
			begin
			    case(read_state)
			    2'b00: begin
			         if (pre_state1 == 2'b10) arvalid = 1'b0;
			         else arvalid = addr_valid;
			         pre_state1 = 2'b00;
			         if (arready) begin arvalid = 1'b0; read_state = 2'b01; end
			    end
			    2'b01: begin
			         rready = 1'b1;
			         if (rvalid) read_state = 2'b10;
			    end
			    2'b10: begin
			         pre_state1 = 2'b10;
			         rready = 1'b0;
			         if (mem_done) read_state = 2'b00;
			    end  
			    endcase
			end
		end
	end
	assign mem_done = ((rlast == 1'b1) | ((bvalid == 1'b1) & (bresp == 2'b00)));
endmodule
```
**flow/constraint.sdc**
```tcl
current_design DCache_Controller

set clk_period 2.0
set clk_io_pct 0.2

create_clock -name clk0 -period $clk_period [get_ports {clk}]

set non_clock_inputs [all_inputs -no_clocks]
set_input_delay [expr $clk_period * $clk_io_pct] -clock clk0 $non_clock_inputs
set_output_delay [expr $clk_period * $clk_io_pct] -clock clk0 [all_outputs]
```
==> metrics.cfg <==
[logic_synthesis]
yosys.cell_types.count = 24
synth_top_cell_by_count = buf_4
yosys.area.top_type = buf_4
async_flop_share = 0
yosys-stat-area_sq_um = 1941
ys_seq_elements = 12
synth.top_cells.by_area = buf_4 65%, edfxtp_1 9.3%, ha_1 6.4%
enable_flop_cells = 6
synthFlopType = edfxtp_1
top_cell_area_share = 0.6460
synthCells = 231
ys_top_cells_by_count = 167 x buf_4, 10 x ha_1, 9 x inv_1
cell_area_after_synthesis_sq_um = 1941
ys_seq_share = 0.1547
syn-mean-instance-area_sq_um = 8.401
synth_warnings = 9
ys_cells = 231

[min_path]
holdPathStages = 1
min_to = awvalid
hold_path.class = reg -> reg
holdCritStartpoint = pre_state[3]

[sta]
post-route-min-period_ns = 1.803
timing.final.setup_violations = 0
report.final.hold_viol_count = 0
timing.clock.skew_ns = 0.002910
timing.final.max_slew_violations = 0
max_freq_mhz = 554.7
finalWorstSetupSlack_ns = 0.1973
hold_ws_ns = 0.4510
finalCritPeriodShare = 0.9013
unrepaired_setup_endpoints_after_global_routing = no

[run]
max_cap_viol_count = 0
openroad.warnings = 34

[worst_setup_path]
crit_chain = clkdlybuf4s50_1, nor2_2, a21oi_2, inv_1, dlygate4sd2_1
timing.rr.end = write_state[1]
worst_ep_required_time_ns = 1.60
critical_path.slowest_cell = clkdlybuf4s50_1
r2r_setup_slack_ns = 0.35
reg2regPathDepth = 5
critPathCaptureType = output pin
worst-path-buf-inv = 3
path_delay_family = buffers and inverters
critical_path.reg2reg.startpoint = write_state[0]
cp_data_arrival_time_ns = 1.40
crit_type = in -> out
critical-path-max-stage-delay_ns = 0.47
worstSetupStartpointType = primary input
worstPathMaxFanout = 2

[die]
ios = 284
die_area_sq_um = 16130
die_x_um = 127
core_area_sq_um = 11320
die_h_um = 127
row_count = 39
fp_util = 0.1714

[clock_tree]
numCtsBuffers = 3
path_clk_slew_ns = 0.04
cts_tree = done
post_cts_buffers = 0
clock_path_buffers = 2
cts.root.buffer_cell = clkbuf_16
clock_network_latency_to_the_later_pin_of_the_worst_skew_pair_ns = 0.24
cts_htree_levels = 1
cts_repair_resize_count = 1
cts.hold.buffers_added = 0
cts.sinks = 12

[cells_and_area]
logic_area_sq_um = 469.2
syn2layout_area_growth_pct = -31.53
fill_cell_count = 1307
register_area_sq_um = 300.3
finalCoreUtilization = 0.1174
drive_above_1_share = 0.1181
fin_area_sq_um = 1329

[detailed_routing]
routed_via_density = 2.978
drt_first_pass_iters = 2
post_drt_wl_per_cell_um = 13.41
antenna_violating_nets_post_route = 0
drtIter0Drc = 23
drc_errors = 0
detailroute.via_count = 807
route.final.wire_length_um = 3633

[power]
power_per_cell_area_nw_per_um2 = 553.5
vdd_drop_max_mv = 0.4286
power.static_leakage_nw = 0.5536

[grt]
grt_start_max_net_pins = 8
gr-total-overflow = 0
grt_first_pass_wirelength_um = 5099
number_of_global_route_vias_before_repair = 904
grt_antenna_before_repair = 2
grt_use_total = 0.04046

[placed_design]
pre_cts_ws_ns = -0.02275
place_congestion = 0.7382
placed_cell_area_sq_um = 1249
io_buffers = 24
hpwl_um = 3103

[status]
status = complete, no violations

## worst max-delay path by stage
stage / start / endpoint / slack, ns / cells past startpoint
after global routing: bresp[1] / mem_done / 0.10 / 5
final: bresp[1] / mem_done / 0.20 / 5
after CTS: bresp[1] / mem_done / 0.17 / 5
## per-layer routing
metal  part of all wire  GRT usage
met2               0.35    0.04557
met1               0.25    0.02896
met3               0.28    0.05791
met4               0.10    0.04019
met5             0.0036          0
## cell type report
type | instances | share of cell area
Clock inverter | 1 | 0.002825
Multi-Input combinational cell | 74 | 0.3531
Sequential cell | 12 | 0.2260
Timing Repair Buffer | 27 | 0.1968
Antenna cell | 1 | 0.001883
Tap cell | 143 | 0.1347
Clock buffer | 3 | 0.05650
Inverter | 10 | 0.02825
## per-stage QoR
stage               power [mW]  cells   TNS, ns
floorplan               0.5203    263         0
global placement        0.3848    266  -0.03522
detailed placement      0.3842    266  -0.02275
CTS                     0.7462    270         0
global route            0.7763    270         0
finish                  0.7354    271         0
## logic make-up (layout without fill, tap and decap cells)
| family | count (synthesis) | in the layout | synth area share |
|---|---|---|---|
| AND-OR/OR-AND | 10 | 10 | 0.05481 |
| flip-flops | 12 | 12 | 0.1547 |
| multiplexers | 1 | 1 | 0.005802 |
| other | 2 | 35 | 0.003870 |
| adder cells (fa/ha/maj) | 10 | 10 | 0.06447 |
| AND/OR/NAND/NOR | 19 | 19 | 0.05094 |
| buffers and inverters | 177 | 41 | 0.6654 |
## cell usage in the layout, fill, tap and decap left out, types with 3 or more instances in the layout
cell type,synthesis,final
conb_1,2,34
dfxtp_1,6,6
clkbuf_16,0,3
edfxtp_1,6,6
nand2_1,5,5
buf_4,167,3
nand3_1,4,4
ha_1,10,10
nand2b_1,3,3
inv_1,9,9
clkdlybuf4s50_1,0,23
## power breakdown
group | total (mW) | switching, mW | internal [mW]
Sequential | 0.280 | 0.00806 | 0.272
Combinational | 0.0957 | 0.0409 | 0.0548
Clock | 0.359 | 0.0969 | 0.263
Total | 0.735 | 0.146 | 0.590
Power and IR drop assume default switching activity.
