<file path="flow/config.mk">
export PLATFORM = sky130hd
export DESIGN_NAME = AXIS_AXI
export DESIGN_NICKNAME = AXIS_AXI
export VERILOG_FILES = /design/flow/design.v
export SDC_FILE = /design/flow/constraint.sdc
export NUM_CORES = 4
export LEC_CHECK = 1
export CORE_AREA = 10 10 112 112
export DIE_AREA = 0 0 122 122
</file>
<file path="flow/constraint.sdc">
current_design AXIS_AXI

set clk_period 3.0
set clk_io_pct 0.2

create_clock -name clk0 -period $clk_period [get_ports {clk}]

set non_clock_inputs [all_inputs -no_clocks]
set_input_delay [expr $clk_period * $clk_io_pct] -clock clk0 $non_clock_inputs
set_output_delay [expr $clk_period * $clk_io_pct] -clock clk0 [all_outputs]
</file>
<file path="flow/design.v">
module AXIS_AXI(
    input wire clk,
    input wire rst_n,
    input wire [31:0] des_addr,
    input wire addr_valid,
    input wire [31:0] tdata,
    input wire [3:0] tkeep,
    input wire tlast,
    input wire tvalid,
    output reg tready,
    input wire awready,
    output reg [31:0] awaddr,
    output wire [1:0] awburst,
    output wire [3:0] awcache,
    output wire [7:0] awlen,
    output wire [2:0] awsize,
    output reg awvalid,
    input wire wready,
    output reg [31:0] wdata,
    output reg wlast,
    output reg wvalid,
    output wire [3:0] wstrb,
    input wire bvalid,
    input wire [1:0] bresp,
    output wire bready,
    input wire arready,
    output wire [31:0] araddr,
    output wire [1:0] arburst,
    output wire [3:0] arcache,
    output wire [7:0] arlen,
    output wire [2:0] arsize,
    output wire arvalid,
    input wire [31:0] rdata,
    input wire rlast,
    input wire rvalid,
    output wire rready
);
    parameter DEFAULT = 2'b00;
    parameter SET_AWADDR_OR_ARADDR = 2'b01;
    parameter SET_DATA_OR_RREADY = 2'b10;
    parameter WRITE_READ_DONE = 2'b11;
    reg [1:0] state;
    always @(posedge clk or negedge rst_n) begin
        if(!rst_n) begin
            state <= DEFAULT;
        end
        else begin
                case(state)
                    DEFAULT: begin
                        if(tvalid) state <= SET_AWADDR_OR_ARADDR;
                        else state <= state;
                    end
                    SET_AWADDR_OR_ARADDR: begin
                        if(awready) state <= SET_DATA_OR_RREADY;
                        else state <= state;
                    end
                    SET_DATA_OR_RREADY: begin
                        if(tlast) state <= WRITE_READ_DONE;
                        else state <= state;
                    end
                    WRITE_READ_DONE: begin
                        if(bvalid) state <= DEFAULT;
                        else state <= state;
                    end
                    default: state <= DEFAULT;
                endcase
            end
    end
    always @(*) begin
            case(state)
                DEFAULT: begin
                    awaddr = 32'd0;
                    awvalid = 1'b0;
                    wdata = 32'd0;
                    wvalid = 1'b0;
                    wlast = 1'b0;
                    tready = 1'b0;
                end
                SET_AWADDR_OR_ARADDR: begin
                    awaddr = des_addr;
                    awvalid = 1'b1;
                    wdata = 32'd0;
                    wvalid = 1'b0;
                    wlast = 1'b0;
                    tready = 1'b0;
                end
                SET_DATA_OR_RREADY: begin
                    awvalid = 1'b0;
                    wdata = tdata;
                    wvalid = 1'b1;
                    wlast = tlast;
                    tready = 1'b1;
                end
                default: begin
                    awaddr = 32'd0;
                    awvalid = 1'b0;
                    wdata = 32'd0;
                    wvalid = 1'b0;
                    wlast = 1'b0;
                    tready = 1'b0;
                end
            endcase
    end
    assign awburst = 2'b1;
    assign awcache = 4'd11;
    assign awlen = 8'd4;
    assign awsize = 3'd2;
    assign wstrb = 4'hf;
    assign bready = 1'b1;
    assign arburst = 2'd1;
    assign arcache = 4'd7;
    assign arlen = 8'd0;
    assign arsize = 3'd2;
    assign arvalid = addr_valid;
    assign rready = 1'b1;
    assign araddr = des_addr;
endmodule
</file>
<file path="flow/run.sh">
#!/bin/bash
# OpenROAD 26Q1-2900-gdf79404cd8, Yosys 0.63+post, stock flow scripts
make -C /OpenROAD-flow-scripts/flow DESIGN_CONFIG=/design/flow/config.mk WORK_HOME=/design/flow/orfs finish
</file>
==> results.yml <==
# flow metrics
route:
  vias: 1485
  drt_iter0_drc: 30
  wl_per_cell_um: 13.3
  diodes: 0
  wirelength_um: 6160
  drc: 0
  via_per_inst: 3.20
  drtPass1Iterations: 4
  ant_nets: 0
yosys:
  ys_sh_simple: 0.263
  yosysCellCount: 194
  syn_inst: 194
  synthTopCellsByArea: "buf_4, dlxtn_1, and2_1, and2_2, dfrtp_1"
  syn_area_mm2: 0.00165
  largest_area_cell: "buf_4"
  aoi_share: 0.0137
  ys_warn_count: 1
  ys_sh_adder: 0
  top_area_frac: 0.338
  yosys_area_mm2: 0.00165
  synth_cell_types: 12
  avgSynthCellArea_um2: 8.48
  synth.area.mux_share: 0
  logic_family: "buffers and inverters"
  ys.flops: 36
  xor_share: 0
final_timing:
  unclocked_pins: 32
  skew_ns: 0.00505
  untimed_endpoints: 64
  finalClockPeriodUsage: 0.781
  fmax_mhz: 427
  finalSetupViolCount: 0
  setup_tns_ns: 0
  fin_crit_ns: 2.34
  hold_viol_final: 0
  rsz0062_at_grt: "no"
  drv_slew: 0
outcome:
  status: "finished clean"
die:
  die_y_um: 122
  rows: 37
  die_x_um: 122
  fp-utilization: 0.161
  placeableCoreArea_mm2: 0.0102
  io_pins: 254
  die_area_mm2: 0.0149
place:
  portBuffers: 169
  place_inst: 460
  dp_hpwl_um: 5500
  gp_congestion: 0.760
  place_area_mm2: 0.00309
clock_tree:
  holdBufCountCts: 0
  tritoncts: "yes"
  cts_buffers: 3
  clkTransAtPathRegs_ns: 0.03
  cts_root_buffer: "clkbuf_8"
  post_cts_resized: 0
  clockBufferDepth: 2
  cts_setup_buffers: 0
  clk_latency_ns: 0.22
  htreeDepth: 1
flow_run:
  maxCapViolCount: 0
  warning_count: 67
global_route:
  grt.overflow.total: 0
  grt_pass1_wl_um: 8650
  grt_start_max_net_pins: 35
  grt.total_usage: 0.0718
  first_global_vias: 1559
  grt_antenna_before_repair: 0
worst_setup_path:
  worstPathRequired_ns: 2.40
  cpPeakStageDelay_ns: 0.50
  start_kind: "input pin"
  worstPathCellList: "clkdlybuf4s50_1 -> and2_1 -> clkdlybuf4s50_1"
  critical_path_arrival_ns: 1.74
  cp_max_fo: 2
  end_kind: "output pin"
  crit_top_cell: "clkdlybuf4s50_1"
  path_class: "in -> out"
  crit_slowest_cell: "clkdlybuf4s50_1"
finish:
  area_growth_pct: 90.3
  layout_top_cell: "clkdlybuf4s50_1"
  utilization: 0.306
  fin_area_mm2: 0.00313
  drive_above_1_share: 0.0579
  layout.cells.non_filler: 464
  final_cell_mix: "clkdlybuf4s50_1, and2_1, conb_1"
power_and_ir_drop:
  p_per_area_mw_per_mm2: 192
  p_leak_uw: 0.00132
  ir_drop_mv: 0.0774
worst_hold_path:
  hold_path.class: "reg -> reg"
-- final cells by class --
class | count | area [um2]
Fill cell | 1061 | 7100
Multi-Input combinational cell | 112 | 606
Inverter | 4 | 15.0
Sequential cell | 36 | 582
Clock buffer | 4 | 45.0
Timing Repair Buffer | 172 | 1710
Tap cell | 136 | 170
-- synthesized netlist by cell type --
cell type,number
dfrtp_1,3
buf_4,74
clkbuf_2,6
nand2_1,3
conb_1,2
and2_1,53
and2_2,12
o21ai_0,3
dlxtn_1,32
inv_1,4
dfstp_2,1
a21o_1,1
-- cell families (layout without fill, tap and decap cells) --
kind of cell    after synthesis  in the layout
compound gates                4              4
buf+inv                      84            180
simple gates                 68             68
latches                      32             32
other cells                   2             40
flops                         4              4
-- layer usage --
layer  vias up  wire length (um)  track usage  share of wire
li1        735                 -            -              -
met1       631              2330       0.0828           0.38
met2       115              2910        0.123           0.47
met3         4               900       0.0357           0.15
met4         0                16      0.00373         0.0026
met5         -                 0            0              0
-- flip-flops by register name, indices dropped and copies added, names as in the netlist --
signal	flops
awaddr	32
state	4
-- through the flow --
step	hold WS, ns	power [uW]	setup WS [ns]
floorplan	0.304	285	1.30
finish	0.481	602	0.658
detailed placement	0.474	496	0.664
global placement	0.468	494	0.670
global route	0.509	655	0.604
CTS	0.485	619	0.650
-- final timing paths --
check | start | depth (start not counted) | slack [ns] | end
max | tlast | 3 | 0.66 | wlast
min | state[3] | 1 | 0.48 | state[3]
max reg2reg | state[1] | 3 | 1.97 | state[3]
min reg2reg | state[3] | 1 | 0.48 | state[3]
max in group asynchronous | rst_n | 1 | 2.17 | state[0]
min in group asynchronous | rst_n | 1 | 0.58 | state[3]
-- report_power, final --
group / internal (uW) / switching (uW)
clock network: 90.7 / 27.4
registers: 126 / 5.69
logic: 247 / 105
-- critical path, delay by kind of cell --
kind / cells / cell delay [ns]
buffers and inverters: 2 / 0.98
and+or+nand+nor: 1 / 0.16
Power is estimated from default activity; no workload was simulated.
