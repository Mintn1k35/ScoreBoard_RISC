File: config.mk
export PLATFORM = sky130hd
export DESIGN_NAME = ICache_Controller
export DESIGN_NICKNAME = ICache_Controller
export VERILOG_FILES = /design/flow/design.v
export SDC_FILE = /design/flow/constraint.sdc
export NUM_CORES = 4
export LEC_CHECK = 1
export CORE_UTILIZATION = 50
File: run.sh
#!/bin/bash
# OpenROAD 26Q1-2900-gdf79404cd8, Yosys 0.63+post, stock flow scripts
make -C /OpenROAD-flow-scripts/flow DESIGN_CONFIG=/design/flow/config.mk WORK_HOME=/design/flow/orfs finish
File: design.v
module ICache_Controller(
	input wire clk,
	input wire rst_n,
	input wire stop,
	input wire stop_fetch,
	input wire rvalid,
	input wire rlast,
	input wire [31:0] rdata,
	input wire arready,
	input wire ecall,
	input wire j_accept,
	input wire [31:0] j_addr,
	input wire cache_rst_done,
	output reg rready,
	output reg [31:0] araddr,
	output reg 	arvalid,
	output wire [1:0] arburst,
	output wire [3:0] arcache,
	output wire [2:0] arsize,
	output wire [7:0] arlen,
	output wire [63:0] fetch_instr_pc
);
	wire stall = !arready | stop;
	reg [1:0] control_state;
	always @(posedge clk or negedge rst_n) begin
		if(!rst_n) begin
			araddr <= 32'd0;
		end
		else begin
			if(control_state == 2'b10) begin
				if(j_accept) araddr <= j_addr;
				else if(stop) araddr <= araddr;
				else if (stop_fetch) araddr <= araddr - 32'd4;
				else if (ecall) araddr <= 32'd200;
			end
			else begin
				if(!arready) araddr <= araddr;
				else araddr <= araddr + 32'd4;
			end
		end
	end
	always @(posedge clk or negedge rst_n) begin
		if(!rst_n) begin
			control_state <= 2'b00;
		end
		else begin
			case(control_state)
				2'b00: begin
					if(arready) begin
						control_state <= 2'b01;
					end
					else begin
						control_state <= control_state;
					end
				end
				2'b01: begin
					control_state <= 2'b10;
				end
				2'b10: begin
					if(rvalid & rlast) begin
						control_state <= 2'b11;
					end
					else begin
						control_state <= control_state;
					end
				end
				2'b11: begin
					control_state <= 2'b00;
				end
			endcase
		end
	end
	always @(*) begin
		case(control_state)
			2'b00: begin
				arvalid = (!cache_rst_done) ? 1'b1 : 1'b0;
				rready = 1'b0;
			end
			2'b01: begin
				arvalid = 1'b0;
				rready = 1'b0;
			end	
			2'b10: begin
				rready = 1'b1;
				arvalid = 1'b0;
			end
			2'b11: begin
				rready = 1'b0;
				arvalid = 1'b0;
			end
		endcase
	end
	assign arburst = 2'b01;
	assign arsize = 3'd2;
	assign arlen = 8'd0;
	assign arcache = 4'd7;
	assign fetch_instr_pc = (rlast & rvalid) ? {araddr - 32'd4, rdata} : 64'd0;
endmodule
File: constraint.sdc
current_design ICache_Controller

set clk_period 6.7
set clk_io_pct 0.2

create_clock -name clk0 -period $clk_period [get_ports {clk}]

set non_clock_inputs [all_inputs -no_clocks]
set_input_delay [expr $clk_period * $clk_io_pct] -clock clk0 $non_clock_inputs
set_output_delay [expr $clk_period * $clk_io_pct] -clock clk0 [all_outputs]
==> insert_results.sql <==
-- physical implementation figures
INSERT INTO impl_metrics (metric_group, metric, value, unit) VALUES
('outcome', 'status', 'finished, final reports clean', ''),
('hold_path', 'timing.hold.worst.class', 'reg -> reg', ''),
('clocking', 'clk_pin_slew', '0.08', 'ns'),
('global_route', 'grt_max_degree', '37', ''),
('synthesis', 'syn_area_per_cell', '7.44', 'um2'),
('route', 'routed_wl', '13700', 'um'),
('synthesis', 'ys.warnings.count', '1', ''),
('clocking', 'number_of_h_tree_levels', '2', ''),
('synthesis', 'syn-instance-count', '530', ''),
('route', 'routed_wire_length_per_instance', '17.9', 'um'),
('clocking', 'cts_tree', 'built', ''),
('clocking', 'clk_root_buffer_cell', 'sky130_fd_sc_hd__clkbuf_8', ''),
('die', 'area_of_the_core', '7690', 'um2'),
('timing', 'drv_slew', '0', ''),
('timing', 'period_needed', '5.40', 'ns'),
('final_layout', 'count_of_non_filler_cells_in_the_finished_layout', '764', ''),
('job', 'drv_cap', '0', ''),
('route', 'viasPerCell', '6.09', ''),
('route', 'ant_nets', '0', ''),
('setup_path', 'cp.required', '5.36', 'ns'),
('timing', 'fin_crit_sh', '0.806', ''),
('setup_path', 'worstPathMaxFanout', '35', ''),
('die', 'chip_area', '8250', 'um2'),
('die', 'fp-row-count', '32', ''),
('final_layout', 'area.sequential', '902', 'um2'),
('pwr', 'pwr_density_cell', '246', 'nW/um2'),
('place', 'post-place-cells', '756', ''),
('timing', 'timing.final.setup_violations', '0', ''),
('final_layout', 'final-comb-area', '2700', 'um2'),
('clocking', 'clkSinkCount', '36', ''),
('setup_path', 'worstPathArrival', '4.06', 'ns'),
('final_layout', 'layout-area-overhead-vs-synth', '44.1', '%'),
('clocking', 'cts_hold_repair.buffers', '0', ''),
('synthesis', 'synth_cell_types', '74', ''),
('timing', 'tightest_slew', '0.831', 'ns'),
('setup_path', 'rr_worst_depth', '7', ''),
('route', 'detail_route.first_pass.iterations', '5', ''),
('synthesis', 'synth.top_cells.by_area', 'sky130_fd_sc_hd__dfrtp_1 (22%), sky130_fd_sc_hd__and3_1 (7.3%), sky130_fd_sc_hd__nor2_1 (6.2%)', ''),
('clocking', 'resize_count_post_cts', '0', ''),
('route', 'drt-initial-drc-count', '259', ''),
('global_route', 'grt_first_pass_wirelength', '21600', 'um'),
('synthesis', 'ys_seq_elements', '36', ''),
('synthesis', 'yosys_most_used_dff', 'sky130_fd_sc_hd__dfrtp_1', ''),
('timing', 'slew_headroom', '0.445', ''),
('die', 'fp_util', '0.513', ''),
('pwr', 'p_leak', '2.27', 'nW'),
('clocking', 'postCtsSetupRepairBufs', '0', ''),
('final_layout', 'post_route_cells_drive_above_1_share', '0.0861', ''),
('pwr', 'vdd_ir_drop_max', '0.000173', 'V'),
('die', 'pin_count', '189', ''),
('global_route', 'track_usage', '0.334', ''),
('synthesis', 'yosys.area.top_type', 'sky130_fd_sc_hd__dfrtp_1', ''),
('die', 'die_w', '90.8', 'um'),
('global_route', 'grt_antenna_before_repair', '0', ''),
('pwr', 'power.total', '1.40', 'mW'),
('clocking', 'insertion_delay', '0.29', 'ns'),
('die', 'height_of_the_die', '90.8', 'um'),
('timing', 'unrepaired_setup_endpoints_after_global_routing', 'false', ''),
('synthesis', 'syn-cell-area', '3950', 'um2'),
('place', 'numPortBuffers', '171', ''),
('synthesis', 'synth-cells-yosys', '530', ''),
('route', 'antenna_cell_count', '0', ''),
('synthesis', 'synth.yosys.chip_area', '3950', 'um2'),
('job', 'log.warning_count', '27', ''),
('synthesis', 'most_repeated_cell_in_the_gate_level_netlist_after_synthesis', 'sky130_fd_sc_hd__nor2_1', ''),
('final_layout', 'number_of_fill_cells', '595', ''),
('setup_path', 'endpoint_kind', 'output port', ''),
('place', 'final_wtd_congestion', '0.970', ''),
('clocking', 'clock_tree.buffer_depth', '2', ''),
('timing', 'timing.final.hold_violations', '0', ''),
('synthesis', 'top_cells_by_count', 'sky130_fd_sc_hd__nor2_1 (65), sky130_fd_sc_hd__and3_1 (46), sky130_fd_sc_hd__clkbuf_1 (45)', '');
[critical path: stages]
cell and delay, ns:
sky130_fd_sc_hd__clkdlybuf4s50_1 1.01, sky130_fd_sc_hd__nand2_1 0.61, sky130_fd_sc_hd__buf_4 0.38, sky130_fd_sc_hd__o21ba_2 0.24, sky130_fd_sc_hd__clkdlybuf4s50_1 0.45
[worst paths after layout]
| check | start | endpoint | slack [ns] |
|---|---|---|---|
| min in group asynchronous | rst_n | araddr[8]$_DFFE_PN0P_ | 1.48 |
| max in group asynchronous | rst_n | control_state[0]$_DFF_PN1_ | 4.85 |
| worst min-delay path | control_state[3]$_DFF_PN0_ | control_state[0]$_DFF_PN1_ | 0.50 |
| worst max-delay path | rlast | fetch_instr_pc[55] | 1.30 |
| worst min register to register | control_state[3]$_DFF_PN0_ | control_state[0]$_DFF_PN1_ | 0.50 |
| worst max register to register | araddr[2]$_DFFE_PN0P_ | araddr[20]$_DFFE_PN0P_ | 3.71 |
[registers in the layout, indices dropped and copies added (netlist names)]
signal / cells
araddr: 32
control_state: 4
[cells in the final DEF (no fill, tap or decap), types with 9 or more instances in the layout]
cell type	count
sky130_fd_sc_hd__a21o_1	10
sky130_fd_sc_hd__a21oi_1	43
sky130_fd_sc_hd__and3_1	46
sky130_fd_sc_hd__buf_4	11
sky130_fd_sc_hd__clkdlybuf4s50_1	171
sky130_fd_sc_hd__conb_1	17
sky130_fd_sc_hd__dfrtp_1	35
sky130_fd_sc_hd__inv_1	9
sky130_fd_sc_hd__nand2_1	23
sky130_fd_sc_hd__nand3_1	15
sky130_fd_sc_hd__nand4_1	17
sky130_fd_sc_hd__nor2_1	65
sky130_fd_sc_hd__nor3_1	18
sky130_fd_sc_hd__nor4_1	12
sky130_fd_sc_hd__o21ai_0	13
sky130_fd_sc_hd__xnor2_1	15
[report_power, final]
group / internal, mW / leakage [nW] / switching, mW
clock network: 0.131 / 0.0645 / 0.0835
registers: 0.287 / 0.450 / 0.185
logic: 0.416 / 1.75 / 0.297
total: 0.834 / 2.27 / 0.566
[routing by layer]
metal,track usage,part of all wire,wire [um]
met5,0,0,0
met4,0.119,0.040,551
met3,0.0848,0.099,1360
met2,0.516,0.45,6100
met1,0.463,0.41,5650
[cell type report]
| class | instances | share of cell area |
|---|---|---|
| clock buffers | 7 | 0.0169 |
| clock inverters | 1 | 0.00528 |
| inverters | 10 | 0.00660 |
| multi-input cells | 426 | 0.474 |
| flip-flops and latches | 36 | 0.159 |
| well taps | 102 | 0.0225 |
| repair buffers | 182 | 0.316 |
[through the flow]
step / utilization / instance area, um2 / setup slack (ns) / hold slack [ns]
6_report: 0.739 / 5680 / 1.30 / 0.504
5_1_grt: 0.739 / 5680 / 1.03 / 0.546
4_1_cts: 0.739 / 5680 / 1.32 / 0.502
3_5_place_dp: 0.723 / 5560 / 1.33 / 0.483
3_3_place_gp: 0.723 / 5560 / 1.44 / 0.469
2_1_floorplan: - / 4000 / 3.14 / 0.452
[cells by family after synthesis]
family,Yosys count,share of synthesized area
other cells,2,0.00190
xor+xnor,19,0.0422
mux,9,0.0244
buf+inv,83,0.103
simple gates,236,0.336
compound gates,143,0.258
flops,36,0.229
fa+ha+maj,2,0.00634
Power figures rest on the tool's default switching activity, not on a simulated workload.
